`/design/flow/config.mk`:
```
export PLATFORM = sky130hd
export DESIGN_NAME = pwm
export DESIGN_NICKNAME = pwm
export VERILOG_FILES = /design/flow/design.v
export SDC_FILE = /design/flow/constraint.sdc
export NUM_CORES = 4
export LEC_CHECK = 1
export CORE_AREA = 10 10 70 70
export DIE_AREA = 0 0 80 80
export SYNTH_HDL_FRONTEND = slang
```
`/design/flow/constraint.sdc`:
```
current_design pwm

set clk_period 1.7
set clk_io_pct 0.2

create_clock -name clk0 -period $clk_period [get_ports {clk}]

set non_clock_inputs [all_inputs -no_clocks]
set_input_delay [expr $clk_period * $clk_io_pct] -clock clk0 $non_clock_inputs
set_output_delay [expr $clk_period * $clk_io_pct] -clock clk0 [all_outputs]
```
`/design/flow/design.v`:
```
`timescale 1ns / 1ps
module pwm (
    input clk,           
    input rst,           
    input [2:0] sw,      
    output reg pwm_out   
);
    reg [3:0] counter;   
    reg [3:0] duty_cycle;  
    always @(posedge clk or posedge rst) begin
        if (rst) begin
            duty_cycle <= 0;  
        end else begin
            case (sw)
                3'b000: duty_cycle <= 1;  
                3'b001: duty_cycle <= 2;  
                3'b010: duty_cycle <= 3;  
                3'b011: duty_cycle <= 4;  
                3'b100: duty_cycle <= 5;  
                3'b101: duty_cycle <= 6;  
                3'b110: duty_cycle <= 7;  
                3'b111: duty_cycle <= 8;  
                default: duty_cycle <= 1;  
            endcase
        end
    end
    always @(posedge clk or posedge rst) begin
        if (rst) begin
            counter <= 0;
        end else begin
            if (counter == 9) begin
                counter <= 0;  
            end else begin
                counter <= counter + 1;  
            end
        end
    end
    always @(posedge clk or posedge rst) begin
        if (rst) begin
            pwm_out <= 0;
        end else begin
            if (counter < duty_cycle) begin
                pwm_out <= 1;  
            end else begin
                pwm_out <= 0;  
            end
        end
    end
	property p_reset_initialization;
	    @(posedge clk) rst |-> (counter == 0 && duty_cycle == 0 && pwm_out == 0);
	endproperty
	a_reset_initialization: assert property(p_reset_initialization);
	property p_no_unknowns;
	    @(posedge clk) !$isunknown({counter, duty_cycle, pwm_out});
	endproperty
	a_no_unknowns: assert property(p_no_unknowns);
	property p_counter_increment;
	    @(posedge clk) disable iff(rst)
	    (counter < 9) |=> (counter == $past(counter) + 1);
	endproperty
	a_counter_increment: assert property(p_counter_increment);
	property p_counter_wrap;
	    @(posedge clk) disable iff(rst)
	    (counter == 9) |=> (counter == 0);
	endproperty
	a_counter_wrap: assert property(p_counter_wrap);
	property p_duty_cycle_update;
	    @(posedge clk) disable iff(rst)
	    (sw == 3'b000) |=> (duty_cycle == 1);
	endproperty
	a_duty_cycle_update_10: assert property(p_duty_cycle_update);
	property p_duty_cycle_update_20;
	    @(posedge clk) disable iff(rst)
	    (sw == 3'b001) |=> (duty_cycle == 2);
	endproperty
	a_duty_cycle_update_20: assert property(p_duty_cycle_update_20);
	property p_duty_cycle_update_30;
	    @(posedge clk) disable iff(rst)
	    (sw == 3'b010) |=> (duty_cycle == 3);
	endproperty
	a_duty_cycle_update_30: assert property(p_duty_cycle_update_30);
	property p_duty_cycle_update_40;
	    @(posedge clk) disable iff(rst)
	    (sw == 3'b011) |=> (duty_cycle == 4);
	endproperty
	a_duty_cycle_update_40: assert property(p_duty_cycle_update_40);
	property p_duty_cycle_update_50;
	    @(posedge clk) disable iff(rst)
	    (sw == 3'b100) |=> (duty_cycle == 5);
	endproperty
	a_duty_cycle_update_50: assert property(p_duty_cycle_update_50);
	property p_duty_cycle_update_60;
	    @(posedge clk) disable iff(rst)
	    (sw == 3'b101) |=> (duty_cycle == 6);
	endproperty
	a_duty_cycle_update_60: assert property(p_duty_cycle_update_60);
	property p_duty_cycle_update_70;
	    @(posedge clk) disable iff(rst)
	    (sw == 3'b110) |=> (duty_cycle == 7);
	endproperty
	a_duty_cycle_update_70: assert property(p_duty_cycle_update_70);
	property p_duty_cycle_update_80;
	    @(posedge clk) disable iff(rst)
	    (sw == 3'b111) |=> (duty_cycle == 8);
	endproperty
	a_duty_cycle_update_80: assert property(p_duty_cycle_update_80);
	property p_pwm_high_correct;
	    @(posedge clk) disable iff(rst)
	    !rst && (counter < duty_cycle) |-> ##[0:1] pwm_out;
	endproperty
	a_pwm_high_correct: assert property(p_pwm_high_correct);
	property p_pwm_low_correct;
	    @(posedge clk) disable iff(rst)
	    !rst && (counter >= duty_cycle) |-> ##[0:1] !pwm_out;
	endproperty
	a_pwm_low_correct: assert property(p_pwm_low_correct);
	property p_pwm_duty_zero;
	    @(posedge clk) disable iff(rst)
	    (duty_cycle == 0) |-> !pwm_out;
	endproperty
	a_pwm_duty_zero: assert property(p_pwm_duty_zero);
	property p_pwm_duty_max;
	    @(posedge clk) disable iff(rst)
	    (duty_cycle == 9) && (counter < 9) |-> pwm_out;
	endproperty
	a_pwm_duty_max: assert property(p_pwm_duty_max);
	property p_pwm_full_cycle;
	    @(posedge clk) disable iff(rst)
	    (counter == 0 && pwm_out) ##1 (counter == duty_cycle-1)[->1] |=> 
	    (!pwm_out) until (counter == 9);
	endproperty
	a_pwm_full_cycle: assert property(p_pwm_full_cycle);
	cover property (@(posedge clk) sw == 3'b000 && duty_cycle == 1);
	cover property (@(posedge clk) sw == 3'b111 && duty_cycle == 8);
	cover property (@(posedge clk) $rose(pwm_out));
	cover property (@(posedge clk) $fell(pwm_out));
	cover property (@(posedge clk) counter == 0 ##1 counter == 9);
	property p_duty_cycle_max;
	    @(posedge clk) disable iff(rst)
	    (duty_cycle <= 8);
	endproperty
	a_duty_cycle_max: assert property(p_duty_cycle_max);
	property p_counter_max;
	    @(posedge clk) disable iff(rst)
	    (counter <= 9);
	endproperty
	a_counter_max: assert property(p_counter_max);
endmodule
```
`/design/flow/run.sh`:
```
#!/bin/bash
# OpenROAD 26Q1-2900-gdf79404cd8, Yosys 0.63+post, stock flow scripts
make -C /OpenROAD-flow-scripts/flow DESIGN_CONFIG=/design/flow/config.mk WORK_HOME=/design/flow/orfs finish
```
==> impl_metrics.tcl <==
# yosys + openroad results
set metrics [dict create \
    outcome "completed" \
    peakVddDrop_uv 225 \
    path_buffers 1 \
    worst_slew_pin_slew_ns 0.356 \
    clockPowerShare_pct 37.6 \
    dieWidth_um 80 \
    fmax_ghz 0.722 \
    hold_class "input pin to async pin" \
    seq_area_um2 225 \
    power_frac_seq_pct 53.3 \
    path_cells "clkdlybuf4s50_1" \
    postSynthCellCount 37 \
    dr.first_iter.drc_count 4 \
    diodes 0 \
    cp.required_ns 1.36 \
    path_clk_slew_ns 0.06 \
    p_leak_uw 0.000257 \
    critical_path_class "register to output pin" \
    netlist_area_um2 427 \
    antenna_left 0 \
    p_sw_share_pct 20.7 \
    fin_skew_ns 0.000406 \
    start_kind "register" \
    p_comb_share_pct 9.1 \
    numSynthFlops 9 \
    overflow 0 \
    yosys-stat-area_um2 427 \
    end_kind "output pin" \
    ys_warn_count 0 \
    hold_slack_ns 0.348 \
    r2r-end "pwm_out" \
    timing.rr.start "counter[1]" \
    hold_violations 0 \
    cp_max_fo 1 \
    drv_cap 0 \
    worstPathArrival_ns 1.05 \
    relSlewSlack_pct 76.3 \
    grt_max_degree 10 \
    warnings 26 \
    cts_buffers 3 \
    dieHeight_um 80 \
    drtPass1Iterations 2 \
    core_um2 3420 \
    finalWorstPathRequiredPeriod_ns 1.39 \
    cts_setup_buffers 0 \
    cts-hold-fix-buffers 0 \
    avgSynthCellArea_um2 11.5 \
    routed-via-count 274 \
    rows 21 \
    cts_buffer_depth 2 \
    final-max-slew-violation-count 0 \
    seq_area_frac_synth_pct 52.8 \
    worstRegToRegCells 3 \
    post_cts_resized 0 \
    internal_power_uw 337 \
    finalCritPeriodShare_pct 81.5 \
    p_sw_uw 88.0 \
    cts-htree-levels 1 \
    gp_congestion 0.681 \
    wl_per_cell_um 7.53 \
    post-place-ws_ns 0.432 \
    initCoreUtil_pct 12.5 \
    grt_util_all_layers_pct 2.17 \
    setup_viol 0 \
    yosys_cells 37 \
    yosysUniqueCellTypes 15 \
    drc 0 \
    io_buffers 5 \
    slowest_stage "clkdlybuf4s50_1" \
    r2r_slack_ns 0.53 \
    die-area_um2 6400 \
    finalWorstSetupSlack_ns 0.314 \
    fillers 391 \
    antenna_found_initial 0 \
    cts-root-buf "clkbuf_4" \
    cp_top_family "buffers and inverters" \
    cpPeakStageDelay_ns 0.47 \
    cts_sinks 9 \
    ios 6 \
    tns_ns 0 \
    combGateArea_um2 171 \
    grt_pass1_vias 277 \
    grt_pass1_wl_mm 1.12 \
    grt_setup_unrepaired "no" \
    area_growth_pct 31.4 \
    cts_tree "built" \
    p_per_area_nw_per_um2 757 \
    vias_per_cell 2.98 \
    drt-total-wl_um 693 \
    drive_above_1_share_pct 13.0 \
    final_util_pct 16.4 \
    worstSkewPairLatency_ns 0.25 \
]
power groups by stage:
| stage | registers, µW | logic, µW | clock network [µW] |
|---|---|---|---|
| 4_1_cts | 226 | 39.9 | 170 |
| 6_report | 226 | 38.7 | 160 |
| 5_1_grt | 227 | 44.0 | 183 |
area by class of cell:
type / instances / area share (%)
clock buffer: 4 / 4.69
inverter: 8 / 5.36
multi-input combinational: 20 / 30.6
sequential: 9 / 40.2
tap: 46 / 10.3
timing repair buffer: 5 / 8.93
worst reg2reg max path, stage by stage (launching register included):
cell,delay [ns]
dfrtp_1,0.43
ha_1,0.31
a21boi_1,0.14
o41ai_2,0.19
stage by stage:
step,area [µm²],total power [µW],cells
6_report,561,425,92
5_1_grt,561,454,92
4_1_cts,561,436,92
3_5_place_dp,534,270,88
3_3_place_gp,534,269,88
2_1_floorplan,427,247,37
kinds of logic after synthesis:
family / after synthesis / share of synthesized area (%)
adder cells (fa/ha/maj): 5 / 14.7
buffers and inverters: 8 / 7.04
AND/OR/NAND/NOR: 8 / 9.38
AND-OR/OR-AND: 4 / 9.09
multiplexers: 2 / 4.99
XOR/XNOR: 1 / 2.05
flip-flops: 9 / 52.8
cells in the mapped netlist:
library cell | instances | area share (%)
a21boi_1 | 1 | 1.8
a221o_1 | 1 | 2.3
and2_1 | 1 | 1.5
dfrtp_1 | 9 | 53
ha_1 | 5 | 15
inv_1 | 8 | 7.0
mux2_2 | 1 | 2.6
mux2i_1 | 1 | 2.3
nand2_1 | 1 | 0.88
nor2_1 | 3 | 2.6
nor2b_2 | 1 | 2.1
nor3_1 | 2 | 2.3
o21ai_0 | 1 | 1.2
o41ai_2 | 1 | 3.8
xnor2_1 | 1 | 2.1
state kept, by name (all words and copies together), names as in the netlist:
register,flops
pwm_out,1
duty_cycle,4
counter,4
cell usage in the layout (no fill, tap or decap):
master           Yosys  routed
nor2_1               3       3
and2_1               1       1
xnor2_1              1       1
clkbuf_4             0       3
clkbuf_1             0       1
nand2_1              1       1
a221o_1              1       1
nor2b_2              1       1
inv_1                8       8
mux2i_1              1       1
dfrtp_1              9       9
a21boi_1             1       1
o21ai_0              1       1
ha_1                 5       5
clkdlybuf4s50_1      0       5
nor3_1               2       2
o41ai_2              1       1
mux2_2               1       1
worst max-delay path by stage:
stage,cells past startpoint,end,slack (ns),from
global route,1,pwm_out,0.25,pwm_out
finish,1,pwm_out,0.31,pwm_out
CTS,1,pwm_out,0.28,pwm_out
per-layer routing:
| layer | track usage, % | vias up | wire length (µm) |
|---|---|---|---|
| met2 | 3.61 | 4 | 351 |
| met4 | 0.704 | 0 | 8 |
| met5 | 0 | - | 0 |
| li1 | - | 139 | - |
| met1 | 2.44 | 129 | 307 |
| met3 | 0.909 | 2 | 25 |
No activity file was given, so power comes from the tool's default toggle rates.
